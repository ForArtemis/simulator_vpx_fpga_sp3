==> flow/design.v <==
`timescale 1ns / 1ps
module ad9516_b
 (
	input      wire          clk,
	input      wire          rst_n,
	input	   wire			 set_ad9516,
	output     wire			 AD_CLOCK_RESET,
	output     wire			 AD_CS, 
	output     wire			 AD_PD,
	output     wire			 AD_REFSEL,
	output     wire          AD_SCLK,
	output     wire			 AD_SDI,
	input      wire			 AD_LD,	
	output     wire          AD9516_cfg_done   
 );
assign    AD_CLOCK_RESET = 1'b1;        
assign    AD_PD          = 1'b1;        
assign    AD_REFSEL      = 1'b0;        
wire    [23:0]    confi_data[69:0];
assign confi_data[0]  = 24'h0000_99;   
assign confi_data[1]  = 24'h0001_00;   
assign confi_data[2]  = 24'h0002_00;   
assign confi_data[3]  = 24'h0003_41;   
assign confi_data[4]  = 24'h0004_00;   
assign confi_data[5]  = 24'h0010_7C;   
assign confi_data[6]  = 24'h0011_0A;   
assign confi_data[7]  = 24'h0012_00;   
assign confi_data[8]  = 24'h0013_0A;   
assign confi_data[9]  = 24'h0014_0F;   
assign confi_data[10] = 24'h0015_00;   
assign confi_data[11] = 24'h0016_05;   
assign confi_data[12] = 24'h0017_02;   
assign confi_data[13] = 24'h0018_06;   
assign confi_data[14] = 24'h0019_40;   
assign confi_data[15] = 24'h001A_00;   
assign confi_data[16] = 24'h001B_A0;  
assign confi_data[17] = 24'h001C_22;  
assign confi_data[18] = 24'h001D_08;   
assign confi_data[19] = 24'h001E_00;   
assign confi_data[20] = 24'h001F_00;   
assign confi_data[21] = 24'h00A0_01;  
assign confi_data[22] = 24'h00A1_00;
assign confi_data[23] = 24'h00A2_00;
assign confi_data[24] = 24'h00A3_01;  
assign confi_data[25] = 24'h00A4_00;
assign confi_data[26] = 24'h00A5_00;
assign confi_data[27] = 24'h00A6_01;  
assign confi_data[28] = 24'h00A7_00;
assign confi_data[29] = 24'h00A8_00;
assign confi_data[30] = 24'h00A9_01;  
assign confi_data[31] = 24'h00AA_00;
assign confi_data[32] = 24'h00AB_00;
assign confi_data[33] = 24'h00F0_08;  
assign confi_data[34] = 24'h00F1_08;  
assign confi_data[35] = 24'h00F2_08;  
assign confi_data[36] = 24'h00F3_08;  
assign confi_data[37] = 24'h00F4_08;  
assign confi_data[38] = 24'h00F5_08;  
assign confi_data[39] = 24'h0140_02;  
assign confi_data[40] = 24'h0141_02;  
assign confi_data[41] = 24'h0142_02;  
assign confi_data[42] = 24'h0143_02;  
assign confi_data[43] = 24'h0190_11;  
assign confi_data[44] = 24'h0191_00;
assign confi_data[45] = 24'h0192_00;
assign confi_data[46] = 24'h0193_12;  
assign confi_data[47] = 24'h0194_00;
assign confi_data[48] = 24'h0195_00;
assign confi_data[49] = 24'h0196_11;  
assign confi_data[50] = 24'h0197_00;
assign confi_data[51] = 24'h0198_00;
assign confi_data[52] = 24'h0199_11;  
assign confi_data[53] = 24'h019A_00;  
assign confi_data[54] = 24'h019B_00;  
assign confi_data[55] = 24'h019C_20;  
assign confi_data[56] = 24'h019D_00;  
assign confi_data[57] = 24'h019E_12;  
assign confi_data[58] = 24'h019F_00;  
assign confi_data[59] = 24'h01A0_00;  
assign confi_data[60] = 24'h01A1_20;  
assign confi_data[61] = 24'h01A2_00;  
assign confi_data[62] = 24'h01A3_00;  
assign confi_data[63] = 24'h01E0_02;  
assign confi_data[64] = 24'h01E1_02;  
assign confi_data[65] = 24'h0230_00;  
assign confi_data[66] = 24'h0231_00;  
assign confi_data[67] = 24'h0232_01;  
assign confi_data[68] = 24'h0018_07; 
assign confi_data[69] = 24'h0232_01;  
parameter       	 idle                = 0,
					 step1               = 1, 
					 step2               = 2,
					 step3               = 3,  
					 single_reg_select   = 4,
					 reg_select          = 5, 
					 end_state           = 6;
(* fsm_encoding = "user" *)
reg    [2:0]    state;
reg    [6:0]    cnt_reg;
reg    [4:0]    cnt_bit;
reg    [23:0]   data_temp;
reg             sen;
reg             sdata;	
reg             sclk;
reg             config_finished;  
always @ (posedge clk or negedge rst_n)begin
	if(!rst_n) begin
		state             <= idle;	
		sen               <= 1'b1;
		sdata             <= 1'b0;
		sclk              <= 1'b0;
		cnt_reg           <= 7'b0;
		cnt_bit           <= 5'd23;
		data_temp	      <= 24'b0;	
		config_finished   <= 1'b0;
	end	
	else if(!set_ad9516) begin
		state             <= idle;	
		sen               <= 1'b1;
		sdata             <= 1'b0;
		sclk              <= 1'b0;
		cnt_reg           <= 7'b0;
		cnt_bit           <= 5'd23;
		data_temp	      <= 24'b0;	
		config_finished   <= 1'b0;
	end
	else begin
		case(state)
			idle: begin                         			  
				sen <= 1'b1;
				sdata <= 1'b0;
				sclk <= 1'b0; 
				cnt_reg <= 7'b0;
				cnt_bit <= 5'd23;							  
				state <= step1;	
				data_temp <= 24'b0;	
				config_finished <= 1'b0;                     							  
			end  
			step1: begin
				state <= step2;
				data_temp <= confi_data[cnt_reg];
				sclk <= 1'b0;								
			end
			step2: begin
				state <= step3;
				sen   <= 1'b0;
				sdata <= data_temp[cnt_bit];
				sclk  <= 1'b0;								
			end
			step3: begin
				state <= single_reg_select;
				sclk  <= 1'b1; 
			end
			single_reg_select: begin						 
				if(cnt_bit == 5'd0) begin
					state <= reg_select;
					cnt_bit <= 5'd23;
					sen <= 1'b1;
				end
				else begin
					state <= step1;
					cnt_bit <= cnt_bit - 1'b1;
					sen <= 1'b0;
				end						 
			end
			reg_select: begin
				sclk <= 1'b0; 
				sen <= 1'b1;							  
				if(cnt_reg == 7'd69) begin
					state <= end_state;    
					cnt_reg <= 7'b0;									
				end
				else begin
					state <= step1;
					cnt_reg <= cnt_reg + 1'b1;
				end								   						  
			end									  
			end_state: begin					
				state <= end_state;
				sclk  <= 1'b0; 
				sen   <= 1'b1;	
				sdata <= 1'b0;
				config_finished <= 1'b1; 
			end							  
			default: begin
				state <= idle;
			end
		endcase		
	end
end
assign AD_CS   = sen;
assign AD_SCLK = sclk;
assign AD_SDI  = sdata;
reg		[2:0]		AD9516_LD;
always @ (posedge clk or negedge rst_n) begin
	if(!rst_n)
		AD9516_LD <= 3'd0;
	else
		AD9516_LD <= {AD9516_LD[1:0],AD_LD};
end
assign AD9516_cfg_done = & AD9516_LD;
endmodule
==> flow/run.sh <==
#!/bin/bash
# OpenROAD 26Q1-2900-gdf79404cd8, Yosys 0.63+post, stock flow scripts
make -C /OpenROAD-flow-scripts/flow DESIGN_CONFIG=/design/flow/config.mk WORK_HOME=/design/flow/orfs finish
==> flow/config.mk <==
export PLATFORM = sky130hd
export DESIGN_NAME = ad9516_b
export DESIGN_NICKNAME = ad9516_b
export VERILOG_FILES = /design/flow/design.v
export SDC_FILE = /design/flow/constraint.sdc
export NUM_CORES = 4
export LEC_CHECK = 1
export CORE_UTILIZATION = 30
==> flow/constraint.sdc <==
current_design ad9516_b

set clk_period 3.8
set clk_io_pct 0.2

create_clock -name clk0 -period $clk_period [get_ports {clk}]

set non_clock_inputs [all_inputs -no_clocks]
set_input_delay [expr $clk_period * $clk_io_pct] -clock clk0 $non_clock_inputs
set_output_delay [expr $clk_period * $clk_io_pct] -clock clk0 [all_outputs]
==> run_results.csv <==
group,metric,value,unit
status,status,"completed",
detailed_routing,vias,2811,
worst_setup_path,worst_setup_path_end_kind,"flip-flop",
pwr,pwr-share-seq,0.528,
floorplanning,initCoreUtil,0.311,
final_timing,final_max_slew_viol_count,0,
synth,syn_avg_cell_area,8.08,µm²
finish,drive_gt1_frac,0.0767,
worst_setup_path,path_class,"reg2reg",
clocking,cts_tree,"yes",
pwr,leakage,0.00129,µW
final_timing,max_freq,390,MHz
final_timing,hold_viol_final,0,
synth,ys_seq_share,0.322,
detailed_routing,wl_per_cell,16.0,µm
pwr,peakVddDrop,0.216,mV
detailed_routing,ant_nets,0,
hold_path,worst_hold_path_type,"reg2reg",
synth,ys.flops,39,
floorplanning,chip_area,10600,µm²
clocking,cts-root-buf,"clkbuf_8",
final_timing,setup_tns,0,ps
floorplanning,pin_count,11,
worst_setup_path,worstPathMaxFanout,19,
global_routing,gr-total-overflow,0,
synth,synth_area,3050,µm²
global_routing,grt_pass1_wl,13.4,mm
floorplanning,die_x,103,µm
synth,edf_count,0,
finish,layout-area-overhead-vs-synth,6.72,%
clocking,cts_buffers,5,
floorplanning,rows,36,
clocking,insertion_delay,290,ps
final_timing,rsz0062_at_grt,"false",
finish,largest_register_ffs,18,
synth,synth_cells,378,
synth,yosys_cells,378,
detailed_routing,dr.pass1.iters,6,
placement,placement.io_buffers,7,
placement,place.gp.congestion,0.939,
detailed_routing,routed_via_density,5.64,
run,warnings,29,
clocking,cts_setup_buffers,0,
floorplanning,die_h,103,µm
synth,ff_type,"dfrtp_1",
clocking,hold_buffers,0,
synth,ys_area,3050,µm²
pwr,power.internal,642,µW
synth,yosysUniqueCellTypes,58,
worst_setup_path,required,3960,ps
clocking,cts_buffer_depth,2,
detailed_routing,drc,0,
clocking,clk_pin_slew,80,ps
final_timing,skew,9.40,ps
synth,synthArstFlopShare,1.00,
pwr,power,826,µW
pwr,p_per_area,254,nW/µm²
floorplanning,coreArea,9820,µm²
synth,yosysWarnings,1,
final_timing,relSlewSlack,0.486,
run,drv_cap,0,
worst_setup_path,reg2reg_depth,8,
worst_setup_path,cp.arrival,2730,ps
global_routing,grtUsageTotal,0.163,
worst_setup_path,cp-start-kind,"flip-flop",
final_timing,worstMarginPinSlew,772,ps
placement,place_hpwl,5.72,mm
final_timing,period_used_share,0.675,
clocking,h-tree-depth,2,
pwr,p_clk_frac,0.405,
global_routing,grt_pass1_vias,2528,
final_timing,fin_crit,2570,ps
pwr,combPwrFrac,0.067,
pwr,switching_share,0.223,
clocking,cts.sinks,39,
hold_path,hold_depth,0,
detailed_routing,antenna-diode-count,0,
global_routing,antenna_found_initial,0,
detailed_routing,wl,7.95,mm
clocking,cts_resized,0,
pwr,p_switching,184,µW
global_routing,grt_max_degree,40,
detailed_routing,drt_iter0_markers,360,
final_timing,setup_viol,0,
-- worst paths after layout --
kind                         startpoint           end  slack [ps]
setup reg to reg             cnt_reg[0]  data_temp[7]        1230
max in group asynchronous         rst_n    cnt_bit[0]        2920
hold / removal             AD9516_LD[0]  AD9516_LD[1]         380
hold reg to reg            AD9516_LD[0]  AD9516_LD[1]         380
setup / recovery             cnt_reg[0]  data_temp[7]        1230
min in group asynchronous         rst_n  data_temp[0]         520
-- cell type report --
type                            count  area [µm²]
Fill cell                        1017        6560
Multi-Input combinational cell    298        1870
Sequential cell                    39         982
Tap cell                          133         166
Timing Repair Buffer               12         103
Clock buffer                        7        76.3
Clock inverter                      1        30.0
Inverter                            8        30.0
-- synth_stat cells, types with 6 or more instances --
| library cell | count | area, µm² |
|---|---|---|
| ha_1 | 6 | 75.1 |
| mux2i_1 | 8 | 80.1 |
| nor2b_1 | 9 | 56.3 |
| nor2_1 | 30 | 113 |
| a32oi_1 | 6 | 52.6 |
| dfrtp_1 | 34 | 851 |
| nand2_1 | 42 | 158 |
| o21ai_0 | 35 | 175 |
| buf_2 | 16 | 80.1 |
| nand3_1 | 10 | 50.1 |
| nand2b_1 | 14 | 87.6 |
| nor3_1 | 9 | 45.0 |
| inv_1 | 8 | 30.0 |
| clkbuf_1 | 10 | 37.5 |
| a21oi_1 | 30 | 150 |
| and3_1 | 8 | 50.1 |
-- critical path: stages, from the launching register on --
cell	delay, ps
dfrtp_1	440
inv_1	100
ha_1	590
nor4_1	160
o21bai_1	210
o32ai_1	560
nor3_4	120
a32oi_1	180
o21ai_1	70
-- kinds of logic after synthesis --
logic type | Yosys count | synth area share
compound gates | 128 | 0.268
flops | 39 | 0.322
buf+inv | 42 | 0.0668
xor+xnor | 2 | 0.00574
mux | 13 | 0.0643
other cells | 2 | 0.00246
simple gates | 146 | 0.247
fa+ha+maj | 6 | 0.0246
-- placed cells by master (no fill, tap or decap), types with 5 or more instances in the layout --
cell and count:
o21ai_0 35, nor2b_1 9, ha_1 6, dfrtp_1 34, a32oi_1 6, nand2_1 42
dfstp_2 5, and3_1 8, inv_1 8, buf_4 5, a21oi_1 30, nand3_1 10
nand2b_1 14, nor4_1 5, nor2_1 30, mux2i_1 8, clkdlybuf4s50_1 6, a31oi_1 5
clkbuf_8 5, nor3_1 9, o22ai_1 5
-- layer usage --
layer  part of all wire  track usage  vias to the layer above  wire length, µm
met3              0.065       0.0214                       14              518
met4              0.016       0.0260                        0              128
li1                   -            -                     1356                -
met2               0.44        0.245                      115             3510
met5                  0            0                        -                0
met1               0.48        0.259                     1326             3790
-- through the flow --
stage | cells | utilization | setup slack, ps | area (µm²) | hold slack, ps
after detailed placement | 490 | 0.321 | 1080 | 3150 | 362
final | 498 | 0.332 | 1230 | 3260 | 382
after floorplan | 379 | - | 1690 | 3060 | 346
after CTS | 498 | 0.332 | 1240 | 3260 | 381
after global placement | 490 | 0.321 | 1070 | 3150 | 353
after global routing | 498 | 0.332 | 990 | 3260 | 384
-- power groups by stage --
stage	Clock, µW	Sequential, µW	Combinational, µW
after global routing	360	438	63.9
after CTS	341	436	56.2
final	334	436	55.7
Power figures rest on the tool's default switching activity, not on a simulated workload.
