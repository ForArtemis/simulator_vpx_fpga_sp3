--- ./constraint.sdc ---
current_design ad9516_a

set clk_period 3.0
set clk_io_pct 0.2

create_clock -name clk0 -period $clk_period [get_ports {clk}]

set non_clock_inputs [all_inputs -no_clocks]
set_input_delay [expr $clk_period * $clk_io_pct] -clock clk0 $non_clock_inputs
set_output_delay [expr $clk_period * $clk_io_pct] -clock clk0 [all_outputs]
--- ./config.mk ---
export PLATFORM = sky130hd
export DESIGN_NAME = ad9516_a
export DESIGN_NICKNAME = ad9516_a
export VERILOG_FILES = /design/flow/design.v
export SDC_FILE = /design/flow/constraint.sdc
export NUM_CORES = 4
export LEC_CHECK = 1
export CORE_UTILIZATION = 30
--- ./run.sh ---
#!/bin/bash
# OpenROAD 26Q1-2900-gdf79404cd8, Yosys 0.63+post, stock flow scripts
make -C /OpenROAD-flow-scripts/flow DESIGN_CONFIG=/design/flow/config.mk WORK_HOME=/design/flow/orfs finish
--- ./design.v ---
`timescale 1ns / 1ps
module ad9516_a
 (
	input      wire          clk,
	input      wire          rst_n,
	input	   wire			 set_ad9516,
	output     wire			 AD_CLOCK_RESET,
	output     wire			 AD_CS, 
	output     wire			 AD_PD,
	output     wire			 AD_REFSEL,
	output     wire          AD_SCLK,
	output     wire			 AD_SDI,
	input      wire			 AD_LD,
	output     wire          AD9516_cfg_done   
 );
assign    AD_CLOCK_RESET = 1'b1;        
assign    AD_PD          = 1'b1;        
assign    AD_REFSEL      = 1'b0;        
wire    [23:0]    confi_data[69:0];
assign confi_data[0]  = 24'h0000_99;   
assign confi_data[1]  = 24'h0001_00;   
assign confi_data[2]  = 24'h0002_00;   
assign confi_data[3]  = 24'h0003_41;   
assign confi_data[4]  = 24'h0004_00;   
assign confi_data[5]  = 24'h0010_7C;   
assign confi_data[6]  = 24'h0011_0A;   
assign confi_data[7]  = 24'h0012_00;   
assign confi_data[8]  = 24'h0013_00;   
assign confi_data[9]  = 24'h0014_0F;   
assign confi_data[10] = 24'h0015_00;   
assign confi_data[11] = 24'h0016_05;   
assign confi_data[12] = 24'h0017_02;   
assign confi_data[13] = 24'h0018_06;   
assign confi_data[14] = 24'h0019_40;   
assign confi_data[15] = 24'h001A_00;   
assign confi_data[16] = 24'h001B_A0;  
assign confi_data[17] = 24'h001C_22;  
assign confi_data[18] = 24'h001D_08;   
assign confi_data[19] = 24'h001E_00;   
assign confi_data[20] = 24'h001F_00;   
assign confi_data[21] = 24'h00A0_01;  
assign confi_data[22] = 24'h00A1_00;
assign confi_data[23] = 24'h00A2_00;
assign confi_data[24] = 24'h00A3_01;  
assign confi_data[25] = 24'h00A4_00;
assign confi_data[26] = 24'h00A5_00;
assign confi_data[27] = 24'h00A6_01;  
assign confi_data[28] = 24'h00A7_00;
assign confi_data[29] = 24'h00A8_00;
assign confi_data[30] = 24'h00A9_01;  
assign confi_data[31] = 24'h00AA_00;
assign confi_data[32] = 24'h00AB_00;
assign confi_data[33] = 24'h00F0_08;  
assign confi_data[34] = 24'h00F1_08;  
assign confi_data[35] = 24'h00F2_08;  
assign confi_data[36] = 24'h00F3_08;  
assign confi_data[37] = 24'h00F4_08;  
assign confi_data[38] = 24'h00F5_08;  
assign confi_data[39] = 24'h0140_02;  
assign confi_data[40] = 24'h0141_02;  
assign confi_data[41] = 24'h0142_02;  
assign confi_data[42] = 24'h0143_02;  
assign confi_data[43] = 24'h0190_22;  
assign confi_data[44] = 24'h0191_00;
assign confi_data[45] = 24'h0192_00;
assign confi_data[46] = 24'h0193_11;  
assign confi_data[47] = 24'h0194_00;
assign confi_data[48] = 24'h0195_00;
assign confi_data[49] = 24'h0196_11;  
assign confi_data[50] = 24'h0197_00;
assign confi_data[51] = 24'h0198_00;
assign confi_data[52] = 24'h0199_11;  
assign confi_data[53] = 24'h019A_00;  
assign confi_data[54] = 24'h019B_00;  
assign confi_data[55] = 24'h019C_20;  
assign confi_data[56] = 24'h019D_00;  
assign confi_data[57] = 24'h019E_11;  
assign confi_data[58] = 24'h019F_00;  
assign confi_data[59] = 24'h01A0_00;  
assign confi_data[60] = 24'h01A1_20;  
assign confi_data[61] = 24'h01A2_00;  
assign confi_data[62] = 24'h01A3_00;  
assign confi_data[63] = 24'h01E0_04;  
assign confi_data[64] = 24'h01E1_02;  
assign confi_data[65] = 24'h0230_00;  
assign confi_data[66] = 24'h0231_00;  
assign confi_data[67] = 24'h0232_01;  
assign confi_data[68] = 24'h0018_07; 
assign confi_data[69] = 24'h0232_01;  
parameter       	 idle                = 0,
					 step1               = 1, 
					 step2               = 2,
					 step3               = 3,  
					 single_reg_select   = 4,
					 reg_select          = 5, 
					 end_state           = 6;
(* fsm_encoding = "user" *)
reg    [2:0]    state;
reg    [6:0]    cnt_reg;
reg    [4:0]    cnt_bit;
reg    [23:0]   data_temp;
reg             sen;
reg             sdata;	
reg             sclk;
reg             config_finished;  
always @ (posedge clk or negedge rst_n)begin
	if(!rst_n) begin
		state             <= idle;	
		sen               <= 1'b1;
		sdata             <= 1'b0;
		sclk              <= 1'b0;
		cnt_reg           <= 7'b0;
		cnt_bit           <= 5'd23;
		data_temp	      <= 24'b0;	
		config_finished   <= 1'b0;
	end	
	else if(!set_ad9516) begin
		state             <= idle;	
		sen               <= 1'b1;
		sdata             <= 1'b0;
		sclk              <= 1'b0;
		cnt_reg           <= 7'b0;
		cnt_bit           <= 5'd23;
		data_temp	      <= 24'b0;	
		config_finished   <= 1'b0;
	end
	else begin
		case(state)
			idle: begin                         			  
				sen <= 1'b1;
				sdata <= 1'b0;
				sclk <= 1'b0; 
				cnt_reg <= 7'b0;
				cnt_bit <= 5'd23;							  
				state <= step1;	
				data_temp <= 24'b0;	
				config_finished <= 1'b0;                     							  
			end  
			step1: begin
				state <= step2;
				data_temp <= confi_data[cnt_reg];
				sclk <= 1'b0;								
			end
			step2: begin
				state <= step3;
				sen   <= 1'b0;
				sdata <= data_temp[cnt_bit];
				sclk  <= 1'b0;								
			end
			step3: begin
				state <= single_reg_select;
				sclk  <= 1'b1; 
			end
			single_reg_select: begin						 
				if(cnt_bit == 5'd0) begin
					state <= reg_select;
					cnt_bit <= 5'd23;
					sen <= 1'b1;
				end
				else begin
					state <= step1;
					cnt_bit <= cnt_bit - 1'b1;
					sen <= 1'b0;
				end						 
			end
			reg_select: begin
				sclk <= 1'b0; 
				sen <= 1'b1;							  
				if(cnt_reg == 7'd69) begin
					state <= end_state;    
					cnt_reg <= 7'b0;									
				end
				else begin
					state <= step1;
					cnt_reg <= cnt_reg + 1'b1;
				end								   						  
			end									  
			end_state: begin					
				state <= end_state;
				sclk  <= 1'b0; 
				sen   <= 1'b1;	
				sdata <= 1'b0;
				config_finished <= 1'b1; 
			end							  
			default: begin
				state <= idle;
			end
		endcase		
	end
end
assign AD_CS   = sen;
assign AD_SCLK = sclk;
assign AD_SDI  = sdata;
reg		[2:0]		AD9516_LD;
always @ (posedge clk or negedge rst_n) begin
	if(!rst_n)
		AD9516_LD <= 3'd0;
	else
		AD9516_LD <= {AD9516_LD[1:0],AD_LD};
end
assign AD9516_cfg_done = & AD9516_LD;
endmodule
==> notes.md <==
Update from the flow run.

The H-tree depth is 2. The count of max-cap constraint violations is 0. The cell count after synthesis came out at 395. Per the TritonCTS log, the buffer count is 5. Summing the areas of all fa, ha and maj instances in the mapped netlist gives 3.24% of the synthesized area. In this run the critical register-to-register path is captured at data_temp[5]$_DFFE_PN0P_. The worst-case IR drop observed on VDD is 0.159 mV. The wire length recorded after detailed routing is 8380 um. The startpoint class of the critical path is a register. The layout overhead on the synthesized area is 12.3%. The internal power of the cells totals 0.000815 W.

Grouping stages by cell kind, the critical path spends the most delay in simple AND/OR/NAND/NOR gates. The leftover overflow at the end of global routing is 0. The clock passes through at most 2 buffers. The run finished with clean final reports. The register clock-pin slew on the reported worst setup and hold paths is 90 ps.

In the routed netlist, the antenna diode instances number 0. For reference, the most critical setup path is categorized as reg2reg. Per STA, the startpoint of the critical path is cnt_reg[0]$_DFFE_PN0P_. The required arrival time at the worst endpoint is 3180 ps. The average cell area after synthesis is 7.81 um2. The area fraction in compound gates after synthesis is 26.9%. The switching fraction of total power is 24.4%. STA lists the maximum fanout along the critical path as 9.

The final number of setup-violating endpoints is 0. In this run the worst hold path is classified as in2async. The final weighted congestion in routability-driven placement is 0.974. The routed design shows a wire length per standard cell of 15.7 um. The worst setup path endpoint is data_temp[5]$_DFFE_PN0P_. The data arrival time reported for the critical path is 2980 ps. The worst path buffer plus inverter count is 2. The number of top-level design ports is 11.

The portion of total power attributed to combinational logic is 6.5%. In the final layout, the share of cells above drive strength 1 is 15.7%. Before placement the cells fill 31.3% of the core. The fraction of power consumed by sequential logic is 51.4%. For the pin with the worst max-slew slack, the measured transition is 552 ps. The number of distinct library cells after synthesis is 60.

According to the dpl log, the detail-placed design has an HPWL of 6310 um. For the final routed database, the setup TNS stands at 0 ps. The clock skew is 6.32 ps. The number of global-route vias before repair was 2674. The total of buffers placed on input and output ports is 7. For this run, the detailed router reports a per-instance via density of 5.45. CTS placed an instance of clkbuf_8 at the clock tree root. The number of sinks on the clock net is 39. The number of cells on the worst reg-to-reg path is 9.

The critical register-to-register path startpoint is cnt_reg[0]$_DFFE_PN0P_. The share of synthesized area spent on multiplexers is 4.95%. Setup repair after global routing left no endpoint under its margin. The area recorded from the Yosys report for this design is 3090 um2. The overall routing resource usage is 17.4%. The register with the most flip-flops in the layout has 18 of them. The worst-case hold slack is 283 ps. In this run the power density over the cells is 311 nW/um2. The first global-routing pass estimated 14000 um of wire. The total number of yosys warnings is 1. For this run, the detailed router's first-pass iteration total came to 4. The total design power is 0.00108 W. The clock network fraction of design power is 42.1%. The reg2reg setup slack is 210 ps.

For reference, XOR and XNOR gates occupy 0.568% of the area reported after synthesis. The cell count along the critical path is 9. The number of antenna violations at the first check in global routing is 0. The top flip-flop cell by instance count after synthesis is dfrtp_1. In this run the core area contains 36 standard-cell rows. The core outline area is 9860 um2. Summing all multi-input logic gate instances after layout gives 1920 um2. The achievable frequency is 0.358 GHz.

The share of the yosys chip area belonging to registers is 31.8%. Per the post-route antenna check, the number of violating nets is 0. The later-pin clock latency in the skew report is 300 ps.

The script parses the final routing iteration and logs DRC violations as 0. The minimum clock period is 2790 ps. The count of vias placed by the detailed router is 2909. The post-CTS repair timing setup buffer count is 0. Per the OpenROAD floorplan log, the width of the die is 103 um.

The net switching power is 0.000264 W. After filler insertion, the fill cell instance count of the layout stands at 1004. The number of warnings reported in the stage logs is 31. The report lists the cells along the critical path as inv_1 > ha_1 > or2_4 > o311a_1 > or4_4 > nor3_4 > nand2b_1 > buf_4 > o21ai_2. The final hold violation count recorded for this run is 0. The total cells reported by yosys after synthesis is 395.

The async set-or-reset flop fraction in the synthesized netlist is 100%. Per the OpenROAD power report, leakage power amounts to 1.44 nW. Counting flops with a built-in enable in the synthesized netlist gives 0. Per the synthesis report, the simple-gate share of the synthesized area is 26.2%.

The main logic family after synthesis is AND-OR/OR-AND gates. The area of the die is 10700 um2. The worst setup path is captured at a register. The y dimension of the die is 103 um. In this design, the stage delay of the slowest critical-path cell is 540 ps. The cell type of the slowest stage on the worst timing path is or4_4.

Entering global routing, the biggest net connects 39 pins. TritonCTS built the clock tree. Per the log, the first TritonRoute iteration ended with a DRC count of 246.

Summing every instance area after synthesis gives 3090 um2. Dividing the final minimum period by the clock period gives 93.0%. The worst slew margin relative to its limit is 62.3%. The number of synthesized register bits is 39. The layout report lists the combined flip-flop and latch area as 982 um2. The final timing report lists a max-slew violation count of 0.
[worst reg2reg max path: cells and delay by family (launching register included)]
family                   cells  cell delay, ps
AND/OR/NAND/NOR              4            1250
flip-flops                   1             470
AND-OR/OR-AND                2             350
adder cells (fa/ha/maj)      1             320
buffers and inverters        2             280
[logic make-up after synthesis]
logic type	count (synthesis)
compound gates	129
xor+xnor	2
fa+ha+maj	8
buf+inv	43
flops	39
mux	9
other cells	2
simple gates	163
[worst min path at each step]
stage     start                     end  slack [ps]  cells past startpoint
4_1_cts   rst_n  cnt_bit[3]$_DFFE_PN0P_         320                      1
5_1_grt   rst_n  cnt_bit[3]$_DFFE_PN0P_         330                      1
6_report  rst_n  cnt_bit[3]$_DFFE_PN0P_         280                      1
[repair_timing]
| item | in CTS | in global routing |
|---|---|---|
| endpoints found under the setup margin | 0 | 8 |
| hold buffers | 0 | 0 |
| gates resized | 0 | 1 |
[placed cells by master (no fill, tap or decap), types with 6 or more instances in the layout]
cell             instances
dfrtp_1                 34
inv_1                    9
a31oi_1                  6
nand2_1                 58
o21ai_0                 39
buf_4                   24
a21oi_1                 30
ha_1                     8
nor2_1                  37
clkdlybuf4s50_1          6
nand2b_1                 9
nor2b_1                 10
nor3_1                  12
o31ai_1                  7
o21ai_2                  7
o22ai_1                  7
[area by class of cell]
class                      instances  share of cell area (%)
clock buffer                       5                    1.99
clock inverter                     3                    1.26
inverter                           9                   0.975
multi-input combinational        314                    55.5
sequential                        39                    28.3
tap                              133                    4.80
timing repair buffer              31                    7.08
[routing by layer]
metal	global-route usage [%]	wire length, um	vias up
li1	-	-	1433
met1	26.5	3880	1376
met2	26.4	3760	92
met3	3.76	619	8
met4	2.06	115	0
met5	0	0	-
[power by group through the flow]
stage | combinational, W | clock [W] | sequential, W
4_1_cts | 0.0000719 | 0.000466 | 0.000555
5_1_grt | 0.0000800 | 0.000487 | 0.000557
6_report | 0.0000699 | 0.000455 | 0.000554
[through the flow]
stage | worst slack, ps | area (um2) | util (%) | std cells
after floorplan | 453 | 3090 | - | 396
after global placement | 279 | 3350 | 33.9 | 526
after detailed placement | 224 | 3350 | 33.9 | 526
after CTS | 202 | 3460 | 35.1 | 534
after global routing | 3.57 | 3460 | 35.1 | 534
final | 209 | 3460 | 35.1 | 534
[Yosys cell counts, types with 8 or more instances]
| library cell | n | area (um2) |
|---|---|---|
| a21oi_1 | 30 | 150 |
| clkbuf_1 | 21 | 78.8 |
| dfrtp_1 | 34 | 851 |
| ha_1 | 8 | 100 |
| inv_1 | 9 | 33.8 |
| nand2_1 | 58 | 218 |
| nand2b_1 | 9 | 56.3 |
| nor2_1 | 37 | 139 |
| nor2b_1 | 10 | 62.6 |
| nor3_1 | 12 | 60.1 |
| o21ai_0 | 39 | 195 |
Power figures rest on the tool's default switching activity, not on a simulated workload.
